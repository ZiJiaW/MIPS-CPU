### design/flow/config.mk
export PLATFORM = sky130hd
export DESIGN_NAME = ID_EX
export DESIGN_NICKNAME = ID_EX
export VERILOG_FILES = /design/flow/design.v
export SDC_FILE = /design/flow/constraint.sdc
export NUM_CORES = 4
export LEC_CHECK = 1
export CORE_AREA = 10 10 192 192
export DIE_AREA = 0 0 202 202
### design/flow/constraint.sdc
current_design ID_EX

set clk_period 1.0
set clk_io_pct 0.2

create_clock -name clk0 -period $clk_period [get_ports {clk}]

set non_clock_inputs [all_inputs -no_clocks]
set_input_delay [expr $clk_period * $clk_io_pct] -clock clk0 $non_clock_inputs
set_output_delay [expr $clk_period * $clk_io_pct] -clock clk0 [all_outputs]
### design/flow/design.v
`timescale 1ns / 1ps
module ID_EX(
    input [31:0] IR_D,
    input [31:0] PC4_D,
    input [31:0] READ1,
    input [31:0] READ2,
    input [31:0] EXT,
    output [31:0] IR_E,
    output [31:0] PC4_E,
    output [31:0] RS_E,
    output [31:0] RT_E,
    output [31:0] EXT_E,
    input clk,
     input reset,
    input clr
    );
reg [31:0] ir;
reg [31:0] pc4;
reg [31:0] rs;
reg [31:0] rt;
reg [31:0] ext;
initial begin
    ir<=0;
     pc4<=0;
     rs<=0;
     rt<=0;
     ext<=0;
end
always @(posedge clk)begin
    if(clr|reset) begin
         ir<=0;
         pc4<=0;
         rs<=0;
         rt<=0;
         ext<=0;
     end
     else begin
         ir<=IR_D;
          pc4<=PC4_D;
          rs<=READ1;
          rt<=READ2;
          ext<=EXT;
     end
end
assign IR_E=ir;
assign PC4_E=pc4;
assign RS_E=rs;
assign RT_E=rt;
assign EXT_E=ext;
endmodule
### design/flow/run.sh
#!/bin/bash
# OpenROAD 26Q1-2900-gdf79404cd8, Yosys 0.63+post, stock flow scripts
make -C /OpenROAD-flow-scripts/flow DESIGN_CONFIG=/design/flow/config.mk WORK_HOME=/design/flow/orfs finish
==> metrics.cfg <==
[floorplan]
fp_util=0.160
dieHeight_um=202
die_area_sq_um=40800
coreArea_sq_um=32600
die_w_um=202
rows=66
io_pins=323

[placed_design]
hpwl_mm=15.0
portBuffers=322
placed_cell_area_sq_um=9100
dpl_worst_slack_ps=-176
gp_congestion=0.787
dp.cells=1121

[layout]
area_delta_synth_final_pct=72.6
finalInstanceArea_sq_um=9020
nFillCells=3426
fin_cells=1152
drive_gt1_frac=0.521

[cts]
cts_inserted_buffers=17
clock_sinks=160
ctsHoldBuffers=0
cts_tree=yes
h-tree-depth=4
path_clk_slew_ps=60
cts_buffer_depth=2
cts_root_buf=clkbuf_16

[worst_setup_path]
path_class=reg2out
crit_path_start_kind=register
critPathTopFamily=flip-flops
slowest_delay_ps=370
cp_cell_sequence=buf_6
worstPathMaxFanout=1
cp-end-kind=output pin
cpMaxStageDelayCell=dfxtp_4
arrival_ps=910
critPathBufInv=1
crit_required_ps=800

[routing]
vias=3977
drtPass1Iterations=4
drc_errors=0
diodes=0
wl_per_cell_um=16.4
detail-route-antenna-nets=0
avgViaCountPerCell=3.45
wirelength_mm=18.9
first_iter_violations=65

[pwr]
powerDensity_nw_per_um2=1660
total_power_w=0.0150
vdd.ir_drop.worst_v=0.00115
power.leakage_nw=3.71

[yosys]
syn-mean-instance-area_sq_um=14.7
ys_cells=356
netlist_area_sq_um=5230
syn_inst=356
numSynthFlops=160
postSynthSeqShare=0.613
synth_warnings=1
yosys_area_sq_um=5230
yosys.cell_types.count=5

[final_timing]
hold_viol=0
worst_pin_slew_ps=369
drv_slew=0
rsz0062_at_grt=true
setup_viol=160
relSlewSlack=0.754
setup_tns_ps=-5710
finalCriticalPeriod_ps=1110
fin_crit_sh=1.11
clock.fmax_mhz=903
setup_ws_ps=-108

[outcome]
failed_checks=setup timing
status=complete, but fails checks

[min_path]
worstHoldPathType=in2reg

[global_routing]
gr-total-overflow=0
antenna_found_initial=0
grt_pass1_wl_mm=28.4
grt_max_degree=38
grtUsageTotal=0.0916
grt_pass1_vias=4244

[run]
drv_cap=0
tool_warnings=27

## Yosys cell counts (all sizes together)
cell type	n	area share
dfxtp	160	0.61
nor3b	160	0.33
buf	36	0.062
## through the flow
stage / utilization / hold slack (ps)
detailed placement: 0.279 / 598
finish: 0.277 / 147
global route: 0.277 / 152
floorplan: - / 357
global placement: 0.279 / 595
CTS: 0.274 / 110
## report_power, final
group          total, W  switching (W)  internal (W)  leakage (nW)
Sequential      0.00671      0.0000710       0.00664          1.33
Combinational   0.00162       0.000517       0.00110          2.10
Clock           0.00663        0.00265       0.00397         0.279
## routing by layer
metal	GRT usage	wire [um]	vias to the layer above
met2	0.143	8650	226
met3	0.0527	2530	14
met5	0	0	-
met4	0.00940	202	0
li1	-	-	1895
met1	0.112	7540	1842
## cell usage in the layout, fill, tap and decap left out
cell type	instances
buf_12	11
clkdlybuf4s50_1	160
clkbuf_1	3
buf_6	15
buf_2	147
bufinv_16	3
clkbuf_16	17
clkinvlp_4	3
buf_4	26
dfxtp_2	41
nor3b_2	100
inv_6	1
clkbuf_8	1
nor3b_1	60
dfxtp_1	117
clkinv_2	3
dfxtp_4	2
## sequential cells by signal, summed over array words and instances (netlist names)
signal,count
rt,32
ext,32
rs,32
pc4,32
ir,32
## final timing paths
path / start / endpoint / cells after the start
worst max-delay path: rt[16] / RT_E[16] / 1
worst min-delay path: reset / rt[13] / 3
## timing repair
| item | CTS | global route |
|---|---|---|
| setup buffers | 0 | 0 |
| setup endpoints to repair | 160 | 160 |
| resized | 562 | 25 |
## layout make-up
type | instances | area [sq um] | share of cell area
Clock buffer | 21 | 450 | 0.0499
Clock inverter | 10 | 136 | 0.0151
Multi-Input combinational cell | 160 | 1700 | 0.189
Sequential cell | 160 | 3260 | 0.361
Tap cell | 442 | 553 | 0.0613
Timing Repair Buffer | 359 | 2920 | 0.324
## cells by family (layout without fill, tap and decap cells)
| logic type | Yosys count | count (layout) | synth area share |
|---|---|---|---|
| buffers and inverters | 36 | 390 | 0.0620 |
| DFF | 160 | 160 | 0.613 |
| and+or+nand+nor | 160 | 160 | 0.325 |
Power is estimated from default activity; no workload was simulated.
