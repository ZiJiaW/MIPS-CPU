==> design.v <==
`timescale 1ns / 1ps
module FORWARD_CONTROL(
    input [31:0] IR_D,
    input [31:0] IR_E,
    input [31:0] IR_M,
    input [31:0] IR_W,
    output [1:0] FW_RSD,
    output [1:0] FW_RTD,
    output [2:0] FW_RSE,
    output [2:0] FW_RTE,
    output [1:0]FW_RTM
    );
wire rs_d;
wire rt_d;
wire rs_e;
wire rt_e;
wire rt_m;
assign rs_d=IR_D[31:26]==6'b000100|
            IR_D[31:26]==6'b000101|
                IR_D[31:26]==6'b000110|
                IR_D[31:26]==6'b000111|
                IR_D[31:26]==6'b000001|
                (IR_D[31:26]==6'b000000&IR_D[5:0]==6'b001000)|
                (IR_D[31:26]==6'b000000&IR_D[5:0]==6'b001001);
assign rt_d=IR_D[31:26]==6'b000100|IR_D[31:26]==6'b000101;
assign rs_e=(IR_E[31:26]==6'b000000&(IR_E[5:0]==6'b100000|
                               IR_E[5:0]==6'b100001|
                                         IR_E[5:0]==6'b100010|
                                         IR_E[5:0]==6'b100011|
                                         IR_E[5:0]==6'b000100|
                                         IR_E[5:0]==6'b000110|
                                         IR_E[5:0]==6'b000111|
                                         IR_E[5:0]==6'b100100|
                                         IR_E[5:0]==6'b100101|
                                         IR_E[5:0]==6'b100110|
                                         IR_E[5:0]==6'b100111|
                                         IR_E[5:0]==6'b101010|
                                         IR_E[5:0]==6'b101011|
                                         IR_E[5:0]==6'b011000|
                                         IR_E[5:0]==6'b011001|
                                         IR_E[5:0]==6'b011010|
                                         IR_E[5:0]==6'b011011|
                                         IR_E[5:0]==6'b010001|
                                         IR_E[5:0]==6'b010011))|IR_E[31:26]==6'b001000|
                                                                    IR_E[31:26]==6'b001001|
                                                                             IR_E[31:26]==6'b001100|
                                                                             IR_E[31:26]==6'b001101|
                                                                             IR_E[31:26]==6'b001110|
                                                                             IR_E[31:26]==6'b001010|
                                                                             IR_E[31:26]==6'b001011|
                                                                             IR_E[31:26]==6'b100011|
                                                                             IR_E[31:26]==6'b100000|
                                                                             IR_E[31:26]==6'b100100|
                                                                             IR_E[31:26]==6'b100001|
                                                                             IR_E[31:26]==6'b100101|
                                                                             IR_E[31:26]==6'b101011|
                                                                             IR_E[31:26]==6'b101000|
                                                                             IR_E[31:26]==6'b101001;
assign rt_e=(IR_E[31:26]==6'b000000&(IR_E[5:0]==6'b100000|
                               IR_E[5:0]==6'b100001|
                                         IR_E[5:0]==6'b100010|
                                         IR_E[5:0]==6'b100011|
                                         IR_E[5:0]==6'b000000|
                                         IR_E[5:0]==6'b000010|
                                         IR_E[5:0]==6'b000011|
                                         IR_E[5:0]==6'b000100|
                                         IR_E[5:0]==6'b000110|
                                         IR_E[5:0]==6'b000111|
                                         IR_E[5:0]==6'b100100|
                                         IR_E[5:0]==6'b100101|
                                         IR_E[5:0]==6'b100110|
                                         IR_E[5:0]==6'b100111|
                                         IR_E[5:0]==6'b101010|
                                         IR_E[5:0]==6'b101011|
                                         IR_E[5:0]==6'b011000|
                                         IR_E[5:0]==6'b011001|
                                         IR_E[5:0]==6'b011010|
                                         IR_E[5:0]==6'b011011))|IR_E[31:26]==6'b101011|IR_E[31:26]==6'b101000|IR_E[31:26]==6'b101001;
assign rt_m=IR_M[31:26]==6'b101011|IR_M[31:26]==6'b101000|IR_M[31:26]==6'b101001;
wire jal_e;     
wire jalr_e;    
wire jal_m;     
wire jalr_m;    
wire w_rd_m;    
wire w_rt_m;    
wire jal_w;     
wire jalr_w;    
wire w_rd_w;    
wire w_rt_w;    
assign jal_e=IR_E[31:26]==6'b000011;
assign jalr_e=IR_E[31:26]==6'b000000&IR_E[5:0]==6'b001001;
assign jal_m=IR_M[31:26]==6'b000011;
assign jalr_m=IR_M[31:26]==6'b000000&IR_M[5:0]==6'b001001;
assign w_rd_m=IR_M[31:26]==6'b000000&(IR_M[5:0]==6'b100000|
                                IR_M[5:0]==6'b100001|
                                          IR_M[5:0]==6'b100010|
                                          IR_M[5:0]==6'b100011|
                                          IR_M[5:0]==6'b000000|
                                          IR_M[5:0]==6'b000010|
                                          IR_M[5:0]==6'b000011|
                                          IR_M[5:0]==6'b000100|
                                          IR_M[5:0]==6'b000110|
                                          IR_M[5:0]==6'b000111|
                                          IR_M[5:0]==6'b100100|
                                          IR_M[5:0]==6'b100101|
                                          IR_M[5:0]==6'b100110|
                                          IR_M[5:0]==6'b100111|
                                          IR_M[5:0]==6'b101010|
                                          IR_M[5:0]==6'b101011|
                                          IR_M[5:0]==6'b010000|
                                          IR_M[5:0]==6'b010010);
assign w_rt_m=IR_M[31:26]==6'b001000|
              IR_M[31:26]==6'b001001|
                  IR_M[31:26]==6'b001100|
                  IR_M[31:26]==6'b001101|
                  IR_M[31:26]==6'b001110|
                  IR_M[31:26]==6'b001111|
                  IR_M[31:26]==6'b001010|
                  IR_M[31:26]==6'b001011;
assign jal_w=IR_W[31:26]==6'b000011;
assign jalr_w=IR_W[31:26]==6'b000000&IR_W[5:0]==6'b001001;
assign w_rd_w=IR_W[31:26]==6'b000000&(IR_W[5:0]==6'b100000|
                                IR_W[5:0]==6'b100001|
                                          IR_W[5:0]==6'b100010|
                                          IR_W[5:0]==6'b100011|
                                          IR_W[5:0]==6'b000000|
                                          IR_W[5:0]==6'b000010|
                                          IR_W[5:0]==6'b000011|
                                          IR_W[5:0]==6'b000100|
                                          IR_W[5:0]==6'b000110|
                                          IR_W[5:0]==6'b000111|
                                          IR_W[5:0]==6'b100100|
                                          IR_W[5:0]==6'b100101|
                                          IR_W[5:0]==6'b100110|
                                          IR_W[5:0]==6'b100111|
                                          IR_W[5:0]==6'b101010|
                                          IR_W[5:0]==6'b101011|
                                          IR_W[5:0]==6'b010000|
                                          IR_W[5:0]==6'b010010);
assign w_rt_w=IR_W[31:26]==6'b001000|
              IR_W[31:26]==6'b001001|
                  IR_W[31:26]==6'b001100|
                  IR_W[31:26]==6'b001101|
                  IR_W[31:26]==6'b001110|
                  IR_W[31:26]==6'b001111|
                  IR_W[31:26]==6'b001010|
                  IR_W[31:26]==6'b001011|
                  IR_W[31:26]==6'b100011|
                  IR_W[31:26]==6'b100000|
                  IR_W[31:26]==6'b100001|
                  IR_W[31:26]==6'b100100|
                  IR_W[31:26]==6'b100101;
assign FW_RSD = rs_d&jal_e&IR_D[25:21]==31?1:
                rs_d&jalr_e&IR_D[25:21]==IR_E[15:11]?1:
                     rs_d&jal_m&IR_D[25:21]==31?2:
                     rs_d&jalr_m&IR_D[25:21]==IR_M[15:11]?2:
                     rs_d&w_rd_m&IR_D[25:21]==IR_M[15:11]?3:
                     rs_d&w_rt_m&IR_D[25:21]==IR_M[20:16]?3:0;
assign FW_RTD = rt_d&jal_e&IR_D[20:16]==31?1:
                rt_d&jalr_e&IR_D[20:16]==IR_E[15:11]?1:
                     rt_d&jal_m&IR_D[20:16]==31?2:
                     rt_d&jalr_m&IR_D[20:16]==IR_M[15:11]?2:
                     rt_d&w_rd_m&IR_D[20:16]==IR_M[15:11]?3:
                     rt_d&w_rt_m&IR_D[20:16]==IR_M[20:16]?3:0;
assign FW_RSE = rs_e&jal_m&IR_E[25:21]==31?1:
                rs_e&jalr_m&IR_E[25:21]==IR_M[15:11]?1:
                     rs_e&w_rd_m&IR_E[25:21]==IR_M[15:11]?2:
                     rs_e&w_rt_m&IR_E[25:21]==IR_M[20:16]?2:
                     rs_e&jal_w&IR_E[25:21]==31?3:
                rs_e&jalr_w&IR_E[25:21]==IR_W[15:11]?3:
                     rs_e&w_rd_w&IR_E[25:21]==IR_W[15:11]?4:
                     rs_e&w_rt_w&IR_E[25:21]==IR_W[20:16]?4:0;
assign FW_RTE = rt_e&jal_m&IR_E[20:16]==31?1:
                rt_e&jalr_m&IR_E[20:16]==IR_M[15:11]?1:
                     rt_e&w_rd_m&IR_E[20:16]==IR_M[15:11]?2:
                     rt_e&w_rt_m&IR_E[20:16]==IR_M[20:16]?2:
                     rt_e&jal_w&IR_E[20:16]==31?3:
                rt_e&jalr_w&IR_E[20:16]==IR_W[15:11]?3:
                     rt_e&w_rd_w&IR_E[20:16]==IR_W[15:11]?4:
                     rt_e&w_rt_w&IR_E[20:16]==IR_W[20:16]?4:0;
assign FW_RTM = rt_m&jal_w&IR_M[20:16]==31?1:
                rt_m&jalr_w&IR_M[20:16]==IR_W[15:11]?1:
                     rt_m&w_rd_w&IR_M[20:16]==IR_W[15:11]?2:
                     rt_m&w_rt_w&IR_M[20:16]==IR_W[20:16]?2:0;
endmodule
==> run.sh <==
#!/bin/bash
# OpenROAD 26Q1-2900-gdf79404cd8, Yosys 0.63+post, stock flow scripts
make -C /OpenROAD-flow-scripts/flow DESIGN_CONFIG=/design/flow/config.mk WORK_HOME=/design/flow/orfs finish
==> config.mk <==
export PLATFORM = sky130hd
export DESIGN_NAME = FORWARD_CONTROL
export DESIGN_NICKNAME = FORWARD_CONTROL
export VERILOG_FILES = /design/flow/design.v
export SDC_FILE = /design/flow/constraint.sdc
export NUM_CORES = 4
export LEC_CHECK = 1
export CORE_UTILIZATION = 30
==> constraint.sdc <==
current_design FORWARD_CONTROL

set clk_period 3.9
set clk_io_pct 0.2

create_clock -name clk0 -period $clk_period

set non_clock_inputs [all_inputs -no_clocks]
set_input_delay [expr $clk_period * $clk_io_pct] -clock clk0 $non_clock_inputs
set_output_delay [expr $clk_period * $clk_io_pct] -clock clk0 [all_outputs]
==> out/qor.yml <==
dp_cells: 436
rows: 27
setup_tns_ps: 0
synth_seq_share_pct: 0
hpwlAfterDp_mm: 5.25
stdcell_count: 437
synthAoiAreaFrac_pct: 20.6
netlist.area_leader.share_pct: 24.4
cp-end-kind: "primary output"
drive_gt1_share_pct: 9.59
ys_sh_mux_pct: 0
drt-vias-per-instance: 5.05
syn_area_mm2: 0.00176
drv_cap: 0
vias: 2207
initial_core_util_pct: 31.6
top_area_cell: "xor2_1"
required_ps: 3120
drt_iter0_markers: 102
synth_cell_types: 49
ys_sh_xor_pct: 39.8
fin_crit_sh_pct: 97.1
ys_cells: 255
power_leakage_uw: 0.00113
crit_type: "in2out"
ys_chip_area_mm2: 0.00176
fmax_mhz: 264
postLayoutCellArea_mm2: 0.00302
gr-total-overflow: 0
simple_gate_share_pct: 35.8
die_y_um: 78.6
max_slew_margin_pct: 65.9
gp_congestion: 0.900
status: "complete, no violations"
post_drt_wl_per_cell_um: 14.1
antenna_cells: 0
ctsHoldBuffers: 0
drt-total-wl_mm: 6.17
startpoint_type: "primary input"
die_x_um: 78.6
min_period_ps: 3790
grt_pass1_wl_mm: 10.1
drv_slew: 0
syn-mean-instance-area_um2: 6.90
grt_max_degree: 8
worstPathArrival_ps: 3010
place_area_mm2: 0.00298
synthAdderAreaFrac_pct: 0
post-synth-top-count-cell: "xor2_1"
die_area_mm2: 0.00617
final-setup-viol-count: 0
top_cells_by_area: "xor2_1, xnor2_1, nand3_1"
max-vdd-ir-drop_mv: 0.0496
powerDensity_mw_per_mm2: 88.4
grt_pass1_vias: 2106
top_logic_kind: "XOR/XNOR gates"
nClkBuffers: 0
fin_ws_ps: 114
io_pins: 140
first_pass_iters: 6
grt_usage_pct: 20.6
flop_area_um2: 0
crit_path_max_fanout: 3
warnings: 68
portBuffers: 104
flop-count: 0
antenna_found_initial: 0
ys.warnings.count: 0
area_delta_synth_final_pct: 71.9
max_slew.worst_pin.slew_ps: 510
drc: 0
hold_class: "in2out"
ys_top_cells_by_count: "xor2_1, xnor2_1, nor2_1"
synth_cells: 255
pre_cts_slack_ps: -93.0
hold_ws_ps: 2430
antenna_left: 0
hold_violations: 0
rsz0062_at_grt: "false"
core_area_mm2: 0.00557
==> kinds of logic (layout without fill, tap and decap cells) <==
logic type             count (synthesis)  count (layout)
buffers and inverters                 18             128
AND-OR/OR-AND                         44              44
XOR/XNOR                              80              80
AND/OR/NAND/NOR                      113             113
==> worst max-delay path, stage by stage <==
cell and delay, ps:
dlygate4sd2_1 240, or4_4 580, or4b_4 580, o31ai_4 80, o211a_1 170, o21ba_1 120
clkdlybuf4s50_1 450
==> layer usage <==
layer | global-route usage, % | vias to the layer above | routed length [um]
met3 | 0.945 | 0 | 336
met2 | 35.4 | 62 | 2810
li1 | - | 1145 | -
met4 | 0 | 0 | 0
met1 | 30.0 | 1000 | 3020
met5 | 0 | - | 0
==> report_power, final <==
part | internal [uW] | switching (uW)
Clock | 0 | 0
Combinational | 152 | 115
Sequential | 0 | 0
Total | 152 | 115
==> timing repair <==
item,in CTS,in global routing
gates cloned,0,0
gates resized,7,5
setup endpoints to repair,4,4
pin swaps,6,3
setup buffers,1,0
==> final cells by class <==
cell class | count | area, um2
fillers | 552 | 2550
inverters | 3 | 11.3
multi-input cells | 237 | 1720
well taps | 72 | 90.1
repair buffers | 125 | 1200
==> worst paths after layout <==
kind / startpoint / end / slack (ps) / cells after the start
setup / recovery: IR_W[30] / FW_RTE[0] / 110 / 7
hold / removal: IR_W[31] / FW_RSE[1] / 2430 / 7
==> per-stage QoR <==
stage	util, %	total power (uW)
after floorplan	-	116
after global placement	53.5	263
after detailed placement	53.5	265
after CTS	53.9	267
after global routing	54.3	292
final	54.3	267
==> placed cells by master, fill, tap and decap left out, types with 2 or more instances in the layout <==
cell type / n
a21boi_0: 2
a21oi_1: 7
a31oi_1: 3
a32oi_1: 3
a41oi_1: 2
and3_1: 2
buf_4: 21
clkdlybuf4s50_1: 97
dlygate4sd2_1: 4
dlymetal6s2s_1: 3
inv_1: 3
nand2_1: 11
nand2b_1: 7
nand3_1: 18
nand4_1: 4
nand4b_1: 2
nor2_1: 23
nor2b_1: 4
nor3_1: 14
nor3b_1: 5
nor4_1: 8
nor4bb_1: 2
o211a_1: 3
o211ai_2: 2
o21a_1: 2
o21ai_0: 4
o31a_1: 2
o31ai_4: 2
or3_1: 2
or4_4: 2
xnor2_1: 31
xor2_1: 49
Power and IR drop assume default switching activity.
